### /design/flow/config.mk
export PLATFORM = sky130hd
export DESIGN_NAME = ALU
export DESIGN_NICKNAME = ALU
export VERILOG_FILES = /design/flow/design.v
export SDC_FILE = /design/flow/constraint.sdc
export NUM_CORES = 4
export LEC_CHECK = 1
export CORE_UTILIZATION = 30
### /design/flow/constraint.sdc
current_design ALU

set clk_period 22.8
set clk_io_pct 0.2

create_clock -name clk0 -period $clk_period

set non_clock_inputs [all_inputs -no_clocks]
set_input_delay [expr $clk_period * $clk_io_pct] -clock clk0 $non_clock_inputs
set_output_delay [expr $clk_period * $clk_io_pct] -clock clk0 [all_outputs]
### /design/flow/design.v
`timescale 1ns / 1ps
module ALU(
    input [31:0] src_a,
    input [31:0] src_b,
    input [3:0] control,
    output reg [31:0] result, 
    output reg [2:0] flags
    );
    always @(src_a, src_b, control) begin
        case (control)
            4'b0000: begin
                result <= src_a + src_b;
            end
            4'b0001: begin
                result <= src_a << src_b;
            end
            4'b0010: begin
                result <= ($signed(src_a) < $signed(src_b)) ? 1 : 0;
            end
            4'b0011: begin
                result <= (src_a < src_b) ? 1 : 0;
            end
            4'b0100: begin
                result <= src_a ^ src_b;
            end
            4'b0101: begin
                result <= src_a >> src_b;
            end
            4'b0110: begin
                result <= src_a | src_b;
            end
            4'b0111: begin
                result <= src_a & src_b;
            end
            4'b1000: begin
                result <= src_a - src_b;
            end
            4'b1101: begin
                result <= src_a >>> src_b;
            end
            default: begin
                result <= 32'b0;
            end
        endcase
        flags[2] <= (src_a == src_b) ? 1 : 0;
        flags[1] <= ($signed(src_a) < $signed(src_b)) ? 1 : 0;
        flags[0] <= (src_a < src_b) ? 1 : 0;
    end
endmodule
### /design/flow/run.sh
#!/bin/bash
# OpenROAD 26Q1-2900-gdf79404cd8, Yosys 0.63+post, stock flow scripts
make -C /OpenROAD-flow-scripts/flow DESIGN_CONFIG=/design/flow/config.mk WORK_HOME=/design/flow/orfs finish
==> flow_summary_export.csv <==
group,metric,value,unit
global_route,via_count_of_the_first_global_routing_pass,9669,
worst_setup_path,startpoint_type,"input pin",
detailed_routing,diodes,0,
global_route,antenna_found_initial,0,
layout,postLayoutCellArea,9700,um2
timing,period_used_share,60.4,%
worst_setup_path,worstSetupPathType,"in2out",
synth,yosys.cell_types.count,89,
timing,finalSetupTns,0,ns
placement,placed_area,9700,um2
synth,mappedNetlistArea,8520,um2
detailed_routing,avgViaCountPerCell,6.00,
floorplanning,initial_core_util,30.6,%
job,max_cap_viol_count,0,
detailed_routing,wl,43500,um
power_and_ir_drop,power_density,21.6,nW/um2
floorplanning,placement_rows,61,
outcome,status,"complete, no violations",
detailed_routing,drt_drc_violations_left,0,
synth,area_leaders,"ha_1 15%, a21oi_1 9.2%, nor2_1 7.8%",
timing,final_period_minus_worst_setup_slack,13.78,ns
synth,synth.largest_area_cell,"ha_1",
timing,timing.final.hold_violations,0,
hold_path,worst_hold_path.num_cells,5,
global_route,largest_net_degree_at_the_start_of_global_routing,79,
clocking,postCtsResizedCells,0,
worst_setup_path,worst_setup_ep_type,"output pin",
synth,cell_count_in_the_yosys_report,1372,
job,stage_log_warnings,102,
layout,logic_area,7660,um2
layout,drive_gt1_share,5.26,%
hold_path,hold-path-endpoint,"result[1]",
layout,sequential_cell_total,0,
timing,worst-slew-pin-transition,0.855,ns
synth,syn-mean-instance-area,6.21,um2
placement,dp_hpwl,34800,um
detailed_routing,final_antenna_net_count,0,
floorplanning,fp.dieW,171,um
placement,finalWeightedCongestion,1.04,
power_and_ir_drop,vdd.ir_drop.worst,0.00799,mV
timing,unrepaired_setup_endpoints_after_global_routing,"false",
detailed_routing,route.vias.total,10600,
layout,flow.area_growth_from_synthesis,13.8,%
floorplanning,pin_count,103,
hold_path,hp-class,"in2out",
timing,report.final.slew_viol_count,0,
floorplanning,die_y,171,um
clocking,cts_setup_buffers,0,
timing,final-setup-viol-count,0,
layout,number_of_clock_tree_buffers_in_the_layout,0,
layout,area.sequential,0,um2
global_route,global_route.overflow_total,0,
hold_path,timing.hold.worst.start,"src_b[1]",
synth,top_cell_area_share,15.0,%
synth,ys_seq_share,0,%
detailed_routing,drtIter0Drc,1131,
detailed_routing,detail_route.wl_per_cell,24.7,um
floorplanning,placeableCoreArea,27900,um2
worst_setup_path,worst_ep_required_time,18.24,ns
synth,synth-area-yosys,8520,um2
layout,final.fill_count,3086,
detailed_routing,drtPass1Iterations,6,
worst_setup_path,endpoint_arrival_time_on_the_critical_path,9.22,ns
timing,max_clock_freq,72.6,MHz
synth,synth.yosys.warnings,1,
global_route,global_route.usage.total,30.2,%
timing,timing.max_slew.rel_slack,42.7,%
clocking,postCtsHoldBufs,0,
global_route,grt_pass1_wl,64500,um
power_and_ir_drop,power_leakage,3.89,nW
synth,synth_cells,1372,
worst_setup_path,critPathMaxFanout,31,
placement,io_buffer_count,103,
floorplanning,floorplan.die_area,29100,um2
layout,layout.core_utilization,34.8,%
## power by group
part           total (mW)  internal [mW]  switching, mW
registers               0              0              0
clock network           0              0              0
logic               0.210         0.0800          0.130
## cell usage in the layout, fill, tap and decap left out, drive strengths merged, types with 14 or more instances in the layout
| cell | count |
|---|---|
| o21ai | 116 |
| a22oi | 18 |
| a21oi | 157 |
| a31oi | 18 |
| nor2 | 177 |
| ha | 102 |
| a21o | 19 |
| o211ai | 14 |
| inv | 97 |
| a211oi | 53 |
| nor4 | 22 |
| nand3 | 22 |
| clkdlybuf4s50 | 98 |
| nand2 | 121 |
| o22ai | 16 |
| buf | 29 |
| nor3 | 38 |
| mux2i | 55 |
## layer usage
layer  global-route usage (%)  routed length (um)  up-vias
met5                        0                   0        -
li1                         -                   -     5045
met3                     2.21                2830       77
met2                     46.9               19200      509
met4                     10.7                1910        0
met1                     43.8               19600     4965
## worst max path at each step
| stage | start | to | cells after the start |
|---|---|---|---|
| after CTS | src_b[4] | result[0] | 14 |
| after global routing | src_b[4] | result[0] | 14 |
| final | src_b[4] | result[0] | 14 |
## critical path, cell delays in order
cell             delay [ns]
clkdlybuf4s50_1        0.46
buf_4                  0.33
inv_1                  0.28
ha_1                   0.51
nor2_1                 0.14
a2111oi_4              0.38
nor3b_2                0.10
o31ai_2                0.47
o2111ai_2              0.20
a41oi_2                0.26
nor2_1                 0.09
or4_1                  0.56
o311ai_2               0.35
clkdlybuf4s50_1        0.52
## stage by stage
step                      power (mW)  hold WS [ns]  instances  setup WS, ns
final                          0.210         10.09       1765          9.02
after global routing           0.228         10.13       1765          8.80
after CTS                      0.206         10.11       1765          9.11
after detailed placement       0.205         10.11       1765          9.12
after global placement         0.205         10.09       1765          9.14
after floorplan                0.130          9.30       1372         10.33
## cell type report
type | count | area share [%]
inverters | 98 | 3.82
multi-input cells | 1162 | 79.0
well taps | 378 | 4.88
repair buffers | 127 | 12.3
## cells in the mapped netlist, drive strengths merged (19+ instances only)
master  instances
buf            42
nand2         121
mux2i          55
nand3          22
inv            97
a211oi         53
nor2          177
nor4           22
a21o           19
nor3           38
o21ai         116
ha            102
clkbuf         70
a21oi         157
## cell families after synthesis
family | synth area share [%]
AND-OR/OR-AND | 40.2
XOR/XNOR | 1.75
adder cells (fa/ha/maj) | 15.4
buffers and inverters | 10.1
multiplexers | 8.04
AND/OR/NAND/NOR | 24.5
No activity file was given, so power comes from the tool's default toggle rates.
