==> design.v <==
`timescale 1ns / 1ps
module ProgramCounter(
    input clk,
    input rst,
    input [31:0] pc_in,
    output reg [31:0] pc  
    );
    initial begin 
        pc <= 32'h00000000;  
    end
    always @(posedge clk) begin
        if(rst)
            pc <= 32'h00000000;  
        else 
            pc <= pc_in ;        
    end
endmodule
==> run.sh <==
#!/bin/bash
# OpenROAD 26Q1-2900-gdf79404cd8, Yosys 0.63+post, stock flow scripts
make -C /OpenROAD-flow-scripts/flow DESIGN_CONFIG=/design/flow/config.mk WORK_HOME=/design/flow/orfs finish
==> config.mk <==
export PLATFORM = sky130hd
export DESIGN_NAME = ProgramCounter
export DESIGN_NICKNAME = ProgramCounter
export VERILOG_FILES = /design/flow/design.v
export SDC_FILE = /design/flow/constraint.sdc
export NUM_CORES = 4
export LEC_CHECK = 1
export CORE_AREA = 10 10 82 82
export DIE_AREA = 0 0 92 92
==> constraint.sdc <==
current_design ProgramCounter

set clk_period 1.0
set clk_io_pct 0.2

create_clock -name clk0 -period $clk_period [get_ports {clk}]

set non_clock_inputs [all_inputs -no_clocks]
set_input_delay [expr $clk_period * $clk_io_pct] -clock clk0 $non_clock_inputs
set_output_delay [expr $clk_period * $clk_io_pct] -clock clk0 [all_outputs]
==> changes_impl.md <==
### Metrics

* PwrDens at 1580 nW/um^2
* Cell Rows at 26
* Sw Ratio at 19.0%
* Initial antenna violation count at 0
* Area of the core at 5070 um^2
* Path class of the lowest-slack min-delay path: primary input to flop
* First drt pass iteration count at 2
* Cell Chain, Critical Path: clkdlybuf4s15_1
* Final total negative setup slack at 0 ps
* Antenna violation net count after detailed routing at 0
* Gate count after technology mapping at 67
* Post-layout instance area at 1670 um^2
* Fraction of synthesized cell area taken by the top area cell type at 74.2%
* Die outline width at 92 um
* Slowest cell delay on critical path at 310 ps
* Number of primary I/O pins at 66
* Netlist Area Pre-Place at 863 um^2
* RSZ-0062 raised after global routing: false
* Ant. Diodes at 0
* Clock period minus worst slack at 958 ps
* Floorplan die height at 92 um
* Synth Warn # at 1
* Critical path class: flop to output pin
* Clock sinks at 32
* Maximum clock path buffer count at 2
* Initial core utilization at 17.0%
* Hold Fails Final Rpt at 0
* Cell count in the Yosys report at 67
* Place WS at -98.5 ps
* Largest registers: pc: 32 flops
* Fraction of power consumed by the clock network at 37.6%
* Overall chip area at 8460 um^2
* Placed cell count at 200
* Area added between synthesis and finish at 92.9%
* Fraction of power consumed by sequential logic at 52.0%
* CTS clk-pin slew, worst paths at 60 ps
* Pleak at 0.669 nW
* Via count of the routed design at 673
* Kind of cell with the highest combined delay on the critical path: flip-flops
* Pins Over Slew Limit at 0
* Cell type contributing the most total cell area after synthesis: dfxtp_1
* RD Place Congestion at 0.666
* Average wire length per cell after detail routing at 11.4 um
* Net Sw Power at 499 uW
* Flip-flop count of the largest register after layout at 32
* Total Routed Length at 2370 um
* First-pass GRT wire length at 3770 um
* H-tree depth reported by CTS at 2
* Iteration-0 DRC count of the detailed router at 1
* Average cell area after synthesis at 12.9 um^2
* Number of buffers created by CTS at 5
* Fillers at 542
* Highest fanout seen on the critical path at 1
* Total GRT Usage at 5.63%
* Timing startpoint of the critical path: pc[10]
* Run status: finished clean
* Number of design rule violations left after detail routing at 0
* CP endpoint kind: output pin
* Maximum number of pins on one net before global-route repair at 33
* Internal Dissipation at 2.13 mW
* Root cell of the clock tree: clkbuf_8
* Non-filler cells in the finished layout at 208
* TritonCTS clock tree: yes
* Number of OpenROAD warnings at 25
* Worst slew margin relative to its limit at 90.6%
* Actual transition at the worst max-transition pin at 141 ps
* Post-DP Area at 1600 um^2
* Post-synth cell types at 3
* Via count of the first global-routing pass at 739
* Count of input and output buffers at 65
* Number of endpoints failing setup at the final stage at 0
* Vias per cell at 3.24
* Highest clock rate at 1.04 GHz
* Part of the power in combinational logic at 10.4%
* CP startpoint kind: flop
* Worst Hold Launch: pc_in[12]
* GRT overflow at 0
* Critical path required time at 800 ps
* Chip area in the Yosys report at 863 um^2
* Proportion of synthesized chip area in sequential cells at 74.2%
* Critical-path cell with the highest stage delay: dfxtp_1
* Peak VDD IR at 0.475 mV
* Max Cap Viol at 0
* Share of the clock period used by the worst path after layout at 95.8%
* WP data arrival at 760 ps
* Yosys reg bits at 32
* Biggest area contributors in the synthesized netlist: dfxtp_1 74%, nor2b_1 23%, buf_4 2.6%
* Register containing the most flip-flops in the final layout: pc
* Ratio of cells with drive above 1 in the final layout at 20.3%
* Minimum setup slack in the final design at 41.6 ps
* Hold_buf cts at 0
* Number of buffers and inverters on the critical path at 1
## cell families (layout without fill, tap and decap cells)
kind of cell	Yosys count	count (layout)	share of synthesized area, %
AND/OR/NAND/NOR	32	32	23.2
buffers and inverters	3	74	2.61
flip-flops	32	32	74.2
## path summary, 6_finish.rpt
check     end  slack (ps)  cells past startpoint
max    pc[10]          40                      1
min    pc[12]         470                      2
## synth_stat cells
master,n
dfxtp_1,32
buf_4,3
nor2b_1,32
## power by group through the flow
stage	sequential, mW	clock [mW]	combinational (mW)
after CTS	1.36	1.04	0.291
after global routing	1.37	1.11	0.302
final	1.36	0.988	0.273
## metal layers
layer	global-route usage, %	vias to the layer above	wire length (um)
li1	-	339	-
met1	5.95	284	939
met2	8.18	46	964
met3	5.44	4	439
met4	0.771	0	29
met5	0	-	0
## per-stage QoR
step | power [mW] | utilization, % | hold WS [ps]
final | 2.63 | 32.8 | 466
after global routing | 2.78 | 32.8 | 461
after CTS | 2.69 | 33.3 | 462
after detailed placement | 1.71 | 31.5 | 761
after global placement | 1.71 | 31.5 | 760
after floorplan | 1.43 | - | 272
## timing repair
item                       CTS  global route
setup buffers                0             0
gates resized               64            21
setup endpoints to repair   32            16
## cell type report
type / instances / area, um^2 / area share (%)
sequential: 32 / 657 / 39.4
timing repair buffer: 66 / 631 / 37.9
multi-input combinational: 32 / 200 / 12.0
clock buffer: 8 / 90.1 / 5.41
tap: 70 / 87.6 / 5.26
## cell usage in the layout, fill, tap and decap left out
cell,Yosys,final
clkdlybuf4s50_1,0,33
nor2b_1,32,32
clkdlybuf4s15_1,0,24
dfxtp_1,32,19
dfxtp_2,0,13
clkbuf_2,0,8
clkbuf_8,0,6
clkbuf_1,0,2
buf_12,0,1
Power and IR drop assume default switching activity.
