## design/flow/design.v

```verilog
`timescale 1ns / 1ps
module RegFile(
    input clk,
    input we,
    input [4:0] rs1,
    input [4:0] rs2,
    input [4:0] rd,
    input [31:0] WD,
    output reg [31:0] RD1,
    output reg [31:0] RD2
    );
    logic [31:0] reg_bank [0:31];
    always_comb begin
        RD1 <= (rs1 == 0) ? 32'b0 : reg_bank[rs1];
        RD2 <= (rs2 == 0) ? 32'b0 : reg_bank[rs2];
    end
    always @(posedge clk) begin
        if (rd != 5'b0 && we) begin
            reg_bank[rd] <= WD;
        end
    end
endmodule
```

## design/flow/run.sh

```bash
#!/bin/bash
# OpenROAD 26Q1-2900-gdf79404cd8, Yosys 0.63+post, stock flow scripts
make -C /OpenROAD-flow-scripts/flow DESIGN_CONFIG=/design/flow/config.mk WORK_HOME=/design/flow/orfs finish
```

## design/flow/config.mk

```make
export PLATFORM = sky130hd
export DESIGN_NAME = RegFile
export DESIGN_NICKNAME = RegFile
export VERILOG_FILES = /design/flow/design.v
export SDC_FILE = /design/flow/constraint.sdc
export NUM_CORES = 4
export LEC_CHECK = 1
export CORE_UTILIZATION = 50
```

## design/flow/constraint.sdc

```tcl
current_design RegFile

set clk_period 7.4
set clk_io_pct 0.2

create_clock -name clk0 -period $clk_period [get_ports {clk}]

set non_clock_inputs [all_inputs -no_clocks]
set_input_delay [expr $clk_period * $clk_io_pct] -clock clk0 $non_clock_inputs
set_output_delay [expr $clk_period * $clk_io_pct] -clock clk0 [all_outputs]
```

==> reports/results.tsv <==
stage	metric	value	unit
yosys	yosys.cell_types.count	39	
global_route	globalRouteMet2Util	0.474	
cells_and_area	lay_top_cells	edfxtp_1 (1,024), mux2i_1 (320), mux4_2 (316)	
routing	drt_pass1_iterations	7	
flow_run	openroad.warnings	26	
yosys	dominantRegCellSynth	edfxtp_1	
global_route	grt_overflow	0	
clocking	htree_levels	3	
yosys	yosys_stat_area	0.0479	mm²
yosys	synth-edff-count	1024	
routing	viasPerCell	6.86	
global_route	grt_use_total	0.352	
pwr	power_frac_comb	0.091	
routing	postRouteAntennaNets	0	
routing	detail_route.wirelength	150	mm
clocking	cts-buffers-inserted	107	
routing	drcViolationCount	0	
final_timing	slew_at_the_pin_closest_to_its_max_slew_limit	1.05	ns
yosys	ys_cells	2564	
clocking	cts_tree	done	
die	die_h	312	µm
status	status	finished, final reports clean	
pwr	power_leakage	17.7	nW
global_route	grt_busiest_layer	met2	
routing	avgRoutedWirePerCell	36.8	µm
global_route	via_count_of_the_first_global_routing_pass	31114	
final_timing	finalWorstPathRequiredPeriod	6.34	ns
global_route	number_of_antenna_violations_at_the_first_check_in_global_routing	1	
cells_and_area	area_growth	13.2	%
min_path	holdCritPathClass	input pin to flop	
clocking	cts.reportedPaths.clkPinSlew	0.06	ns
setup_path	cp_slowest_stage_delay	0.75	ns
die	chip_area	0.0971	mm²
global_route	grt_pass1_wl	215	mm
place	gp_congestion	0.889	
die	die_w	312	µm
setup_path	worst_path_max_delay_cell	a211oi_1	
routing	vias	28029	
clocking	post-cts-setup-buffers	0	
yosys	postSynthCellCount	2564	
final_timing	worst_slew_margin_rel	0.301	
setup_path	worst_ep_required_time	5.92	ns
setup_path	worstPathCellList	buf_4 -> buf_4 -> nor2_2 -> and3_2 -> buf_4 -> a211oi_1 -> clkdlybuf4s50_1	
pwr	internal_power	0.00984	W
final_timing	rsz0062_at_grt	false	
die	floorplan.core_area	0.0950	mm²
setup_path	worstPathArrival	4.86	ns
setup_path	start_kind	input pin	
setup_path	crit_type	input pin to primary output	
pwr	clock_power_share	0.400	
yosys	ys_warn_count	1	
min_path	worstHoldPathCells	2	
die	starting_density_of_the_core	0.504	
cells_and_area	most_common_logic_cell_in_the_routed_design	edfxtp_1	
pwr	p_total	0.0128	W
cells_and_area	final_layout_size_suffix_gt1_frac	0.265	
setup_path	cp_top_family	buffers and inverters	
yosys	yosysSeqAreaShare	0.642	
clocking	clk_root_buffer_cell	clkbuf_16	
global_route	grt_use_met1	0.438	
routing	first_iter_violations	1873	
final_timing	report.final.slew_viol_count	0	
cells_and_area	reg.largest.list	reg_bank (1024)	
setup_path	path_max_fanout	27	
place	detailedPlacementHpwl	84.9	mm
pwr	net-switching-power	0.00294	W
cells_and_area	most_flop_heavy_register	reg_bank	
yosys	syn-cell-area	0.0479	mm²
global_route	grt_max_degree	88	
setup_path	end_kind	primary output	
pwr	swShare	0.230	
setup_path	path_buffers	4	
min_path	hold_path.startpoint	WD[20]	
pwr	power_per_cell_area	236	mW/mm²
pwr	max-vdd-ir-drop	0.000193	V
yosys	synth-seq-cells	1024	
clocking	ctsResizeCount	0	
setup_path	path_common_cell	buf_4	
routing	detail_route.antenna_diodes	0	
min_path	min_to	reg_bank[16][20]	
place	numPortBuffers	112	
cells_and_area	max_reg_flops	1024	
flow_run	maxCapViolCount	0	
pwr	p_seq_frac	0.509	
die	pin_count	113	
clocking	cts.sinks	1024	
final_timing	fmax	158	MHz
global_route	met3_usage	0.305	
die	number_of_rows_created_at_floorplan	113	
final_timing	period_used_share	0.856	
yosys	synthesis.area_per_instance	18.7	µm²
final_timing	final_number_of_setup_violating_endpoints	0	
clocking	ctsLongestPathBuffers	3	
final_timing	timing.final.hold_violations	0	
yosys	async_sr_flop_fraction	0	
final_timing	setup_total_negative_slack	0	ns
clocking	cts.hold.buffers_added	0	
-- power by group through the flow --
stage     clock, W  combinational, W  sequential, W
4_1_cts    0.00518           0.00116        0.00650
5_1_grt    0.00538           0.00124        0.00651
6_report   0.00511           0.00117        0.00651
-- cell type report --
cell class              instances  area, µm²
fillers                      6916      40800
flip-flops and latches       1024      30700
multi-input cells            1354      16400
clock buffers                 138       2790
repair buffers                246       2190
well taps                    1265       1580
clock inverters                57        494
inverters                       2       8.76
-- per-layer routing --
layer	up-vias	routed length, µm
met1	13969	46600
met5	-	443
met2	2308	67300
met4	16	5680
met3	335	30200
li1	11401	-
-- metrics by stage --
| stage | cells | setup slack (ns) | hold WS (ns) | cell area (µm²) | util |
|---|---|---|---|---|---|
| detailed placement | 3891 | 1.13 | 2.31 | 50900 | 0.536 |
| global route | 4086 | 1.03 | 1.60 | 54200 | 0.571 |
| floorplan | 2595 | 3.03 | 1.58 | 48000 | - |
| CTS | 4086 | 1.15 | 1.55 | 54200 | 0.571 |
| global placement | 3891 | 1.15 | 2.29 | 50900 | 0.536 |
| finish | 4086 | 1.06 | 1.58 | 54200 | 0.571 |
-- synth_stat cells, types with 2 or more instances --
master / n / area [µm²]
inv_1: 2 / 7.51
o21ai_1: 4 / 20.0
mux2i_1: 320 / 3200
nand4_1: 32 / 200
o221ai_1: 64 / 561
or3_1: 2 / 12.5
a211oi_1: 53 / 398
buf_6: 12 / 135
clkbuf_1: 98 / 368
nand2_1: 85 / 319
mux4_1: 36 / 946
o2111ai_1: 10 / 87.6
a311oi_1: 32 / 280
mux2_2: 64 / 721
buf_2: 50 / 250
nor2_1: 36 / 135
or3b_2: 5 / 43.8
o21ai_0: 50 / 250
a221oi_1: 38 / 333
buf_4: 53 / 398
nand3b_1: 6 / 45.0
nor2b_1: 37 / 231
a221oi_2: 16 / 240
nand3_1: 2 / 10.0
a21oi_1: 32 / 160
edfxtp_1: 1024 / 30700
a22oi_1: 64 / 480
mux4_2: 316 / 7120
a211oi_2: 11 / 138
-- logic make-up (layout without fill, tap and decap cells) --
family,count (synthesis),count (layout),synth area share
AOI/OAI and AO/OA,374,374,0.0615
buffers and inverters,217,443,0.0244
DFF,1024,1024,0.642
muxes,736,736,0.250
other,1,32,0.0000783
and+or+nand+nor,212,212,0.0218
-- how the worst max path moves through the flow --
stage / cells after the start / to / slack (ns) / startpoint
global route: 8 / RD2[11] / 1.03 / rs2[1]
CTS: 8 / RD2[16] / 1.15 / rs2[1]
finish: 7 / RD2[14] / 1.06 / rs2[3]
Power is estimated from default activity; no workload was simulated.
